==> design.v <==
module keyboard(keyboard_clk, keyboard_data, clock50, reset, read, scan_ready, scan_code);
input keyboard_clk;
input keyboard_data;
input clock50;  
input reset;
input read;
output scan_ready;
output [7:0] scan_code;
reg ready_set;
reg [7:0] scan_code;
reg scan_ready;
reg read_char;
reg clock;  
reg [3:0] incnt;
reg [8:0] shiftin;
reg [7:0] filter;
reg keyboard_clk_filtered;
always @ (posedge ready_set or posedge read)
if (read == 1) scan_ready <= 0;
else scan_ready <= 1;
always @(posedge clock50)
    clock <= ~clock;
always @(posedge clock)
begin
   filter <= {keyboard_clk, filter[7:1]};
   if (filter==8'b1111_1111) keyboard_clk_filtered <= 1;
   else if (filter==8'b0000_0000) keyboard_clk_filtered <= 0;
end
always @(posedge keyboard_clk_filtered)
begin
   if (reset==1)
   begin
      incnt <= 4'b0000;
      read_char <= 0;
   end
   else if (keyboard_data==0 && read_char==0)
   begin
    read_char <= 1;
    ready_set <= 0;
   end
   else
   begin
       if (read_char == 1)
           begin
              if (incnt < 9) 
              begin
                incnt <= incnt + 1'b1;
                shiftin = { keyboard_data, shiftin[8:1]};
                ready_set <= 0;
            end
        else
            begin
                incnt <= 0;
                scan_code <= shiftin[7:0];
                read_char <= 0;
                ready_set <= 1;
            end
        end
    end
end
endmodule
==> run.sh <==
#!/bin/bash
# OpenROAD 26Q1-2900-gdf79404cd8, Yosys 0.63+post, stock flow scripts
make -C /OpenROAD-flow-scripts/flow DESIGN_CONFIG=/design/flow/config.mk WORK_HOME=/design/flow/orfs finish
==> config.mk <==
export PLATFORM = sky130hd
export DESIGN_NAME = keyboard
export DESIGN_NICKNAME = keyboard
export VERILOG_FILES = /design/flow/design.v
export SDC_FILE = /design/flow/constraint.sdc
export NUM_CORES = 4
export LEC_CHECK = 1
export CORE_AREA = 10 10 89 89
export DIE_AREA = 0 0 99 99
==> constraint.sdc <==
current_design keyboard

set clk_period 1.0
set clk_io_pct 0.2

create_clock -name clk0 -period $clk_period [get_ports {clock50}]

set non_clock_inputs [all_inputs -no_clocks]
set_input_delay [expr $clk_period * $clk_io_pct] -clock clk0 $non_clock_inputs
set_output_delay [expr $clk_period * $clk_io_pct] -clock clk0 [all_outputs]
==> flow_metrics.py <==
# Generated from Yosys and OpenROAD reports
metrics = {
    "timing": {
        "untimed_endpoints": 59,
        "setup_viol": 0,
        "tightest_slew_ps": 613,
        "rsz0062_at_grt": "no",
        "fin_tns_setup_ps": 0,
        "drv_slew": 0,
        "skew_ps": 0,
        "whs_ps": 462,
        "fmax_ghz": 1.62,
        "fin_crit_ps": 618,
        "period_used_pct": 61.8,
        "post-route-worst-setup-slack_ps": 382,
        "final-hold-violation-count": 0,
        "relSlewSlack_pct": 59.1,
        "unclocked_regs": 33,
    },
    "cts": {
        "cts_resized": 0,
        "clk_pin_slew_ps": 0,
        "clk_latency_ps": 0,
        "post_cts_buffers": 0,
        "cts_hold_buf": 0,
    },
    "power": {
        "ir_drop_mv": 0.200,
        "p_int_mw": 0.0610,
        "p_clk_share_pct": 0,
        "power_density_mw_per_mm2": 56.3,
        "p_switching_mw": 0.0129,
        "seqPwrFrac_pct": 59.9,
        "p_leak_nw": 0.422,
        "switching_share_pct": 17.4,
        "combPwrFrac_pct": 40.1,
    },
    "yosys": {
        "yosys_warnings": 1,
        "ys_cells": 70,
        "postSynthSeqShare_pct": 80.2,
        "syn-cell-area_sq_mm": 0.00108,
        "syn_area_per_cell_sq_um": 15.4,
        "synth_flops": 34,
        "yosys_area_sq_mm": 0.00108,
        "synth_cell_type_count": 21,
        "syn_inst": 70,
    },
    "setup_path": {
        "start_kind": "flip-flop",
        "path_delay_family": "flip-flops",
        "crit_type": "reg -> reg",
        "r2r_slack_ps": 380,
        "r2r-start": "clock",
        "crit_required_ps": 880,
        "cp_slowest_stage_delay_ps": 430,
        "critPathSlowestCell": "dfxtp_1",
        "crit_arrival_ps": 490,
        "worst-path-max-fanout": 10,
        "r2r-end": "clock",
        "path_cells": "inv_1",
        "rr_worst_depth": 1,
        "path_buffers": 1,
        "end_kind": "flip-flop",
    },
    "global_routing": {
        "grt_pass1_wl_mm": 2.62,
        "antenna_found_initial": 0,
        "gr-total-overflow": 0,
        "grt_pass1_vias": 577,
        "grt_use_total_pct": 2.97,
        "grt_max_degree": 25,
    },
    "floorplan": {
        "rows": 28,
        "ios": 14,
        "die_y_microns": 99,
        "fp_util_pct": 18.0,
        "coreArea_sq_mm": 0.00599,
        "dieArea_sq_mm": 0.00980,
        "die_width_microns": 99,
    },
    "routing": {
        "via_count": 564,
        "drtAntennaViolNets": 0,
        "wirelength_mm": 1.49,
        "dr.pass1.iters": 4,
        "via_per_inst": 3.55,
        "drc": 0,
        "wl_per_cell_microns": 9.38,
        "n_antenna_cell": 0,
        "dr.first_iter.drc_count": 40,
    },
    "place": {
        "portBuffers": 13,
        "pre_cts_slack_ps": 366,
        "gp_congestion": 0.709,
        "dp.final_hpwl_mm": 1.21,
    },
    "finish": {
        "final.fill_count": 618,
        "lay_top_cells": "edfxtp_1, dfxtp_1, clkdlybuf4s50_1",
        "syn2layout_area_growth_pct": 21.7,
        "drive_gt1_share_pct": 3.57,
        "final_common_cell": "edfxtp_1",
    },
    "flow_run": {
        "warning_count": 29,
        "maxCapViolations": 0,
    },
    "worst_hold_path": {
        "hp-class": "reg -> reg",
        "holdPathStages": 1,
        "min_from": "clock",
        "whs_endpoint": "clock",
    },
    "status": {
        "status": "completed",
    },
}
-- power by group through the flow --
stage | registers [mW] | logic (mW) | clock network [mW]
CTS | 0.0443 | 0.0301 | 0
global route | 0.0443 | 0.0337 | 0
finish | 0.0443 | 0.0296 | 0
-- registers in the layout, summed over array words and instances (netlist names) --
signal	count
read_char	1
ready_set	1
scan_code	8
keyboard_clk_filtered	1
clock	1
scan_ready	1
shiftin	9
incnt	4
filter	8
-- worst max path at each step --
| stage | endpoint | startpoint | cells after the start | slack, ps |
|---|---|---|---|---|
| after CTS | clock | clock | 1 | 370 |
| after global routing | clock | clock | 1 | 330 |
| final | clock | clock | 1 | 380 |
-- layout make-up --
class                   instances  area (sq um)  share of cell area [%]
flip-flops and latches         34           866                    65.9
multi-input cells              29           186                    14.2
well taps                      75          93.8                    7.14
inverters                       6          22.5                    1.71
repair buffers                 15           145                    11.0
-- layer usage --
layer	track usage (%)	vias to the layer above	share of wire (%)
met5	0	-	0
met4	0.110	0	0
met3	0.634	0	8.2
met2	4.51	25	42
met1	4.50	257	50
li1	-	282	-
-- synthesized netlist by cell type --
library cell	n	area share [%]
a21boi_0	1	0.70
a21oi_1	5	2.3
a221oi_1	1	0.81
and2b_2	1	0.81
clkbuf_2	1	0.46
conb_1	1	0.35
dfrtp_1	1	2.3
dfxtp_1	15	28
edfxtp_1	18	50
ha_1	2	2.3
inv_1	6	2.1
nand2_1	2	0.70
nand4_1	3	1.7
nor2_1	2	0.70
nor3_1	1	0.46
nor3b_1	1	0.70
nor4_1	1	0.58
o211ai_1	3	2.1
o21a_1	1	0.70
o21ai_1	2	0.93
or4_1	2	1.4
-- per-stage QoR --
stage	power [mW]	cell area [sq um]	utilization, %	cells
floorplan	0.0507	1080	-	70
CTS	0.0744	1310	21.9	159
finish	0.0739	1310	21.9	159
detailed placement	0.0742	1310	21.9	159
global route	0.0780	1310	21.9	159
global placement	0.0728	1310	21.9	159
-- cell families (layout without fill, tap and decap cells) --
kind of cell	after synthesis	in the layout	share of synthesized area [%]
AND-OR/OR-AND	13	13	7.53
other	1	1	0.347
AND/OR/NAND/NOR	13	13	7.07
buffers and inverters	7	21	2.55
flip-flops	34	34	80.2
adder cells (fa/ha/maj)	2	2	2.32
Power and IR drop assume default switching activity.
